===== flow/run.sh =====
#!/bin/bash
# OpenROAD 26Q1-2900-gdf79404cd8, Yosys 0.63+post, stock flow scripts
make -C /OpenROAD-flow-scripts/flow DESIGN_CONFIG=/design/flow/config.mk WORK_HOME=/design/flow/orfs finish

===== flow/config.mk =====
export PLATFORM = sky130hd
export DESIGN_NAME = LAB2_CU
export DESIGN_NICKNAME = LAB2_CU
export VERILOG_FILES = /design/flow/design.v
export SDC_FILE = /design/flow/constraint.sdc
export NUM_CORES = 4
export LEC_CHECK = 1
export CORE_AREA = 10 10 71 71
export DIE_AREA = 0 0 81 81

===== flow/constraint.sdc =====
current_design LAB2_CU

set clk_period 1.1
set clk_io_pct 0.2

create_clock -name clk0 -period $clk_period [get_ports {Clk}]

set non_clock_inputs [all_inputs -no_clocks]
set_input_delay [expr $clk_period * $clk_io_pct] -clock clk0 $non_clock_inputs
set_output_delay [expr $clk_period * $clk_io_pct] -clock clk0 [all_outputs]

===== flow/design.v =====
module LAB2_CU(
  input   [7:5]IR,
  input   Aeq0,Apos,Enter,Clk,Reset,
  output IRload,JMPmux,PCload,Meminst,MemWr,Aload,Sub,Halt,
  output reg [1:0]Asel,
  output [3:0]outState
  );
  reg       [7:0]AllOut;
  reg       [3:0]next_state,state;
  parameter START=4'b0000, FETCH=4'b0001, DECODE=4'b0010;  
  parameter LOAD=4'b1000, STORE=4'b1001, ADD=4'b1010;
  parameter SUB=4'b1011, INPUT=4'b1100, JZ=4'b1101, JPOS=4'b1110, HALT=4'b1111;
  assign {IRload,JMPmux,PCload,Meminst,MemWr,Aload,Sub,Halt}=AllOut;
  assign outState=state;
  always@(posedge Clk, negedge Reset)
   begin
    if(!Reset)
      state<=START;
    else 
      state<=next_state;
   end 
  always@(state,IR,Aeq0,Apos,Enter)
   begin
    case(state)
      START:
       begin
        AllOut=8'b00000000;
        Asel=2'b00;
        next_state=FETCH; 
       end
      FETCH:
       begin
        AllOut=8'b10100000;
        Asel=2'b00;
        next_state=DECODE;       
       end
      DECODE:
       begin
        AllOut=8'b00010000;
        Asel=2'b00;
        case(IR)
          3'b000  :next_state=LOAD;   
          3'b001  :next_state=STORE;   
          3'b010  :next_state=ADD;   
          3'b011  :next_state=SUB;   
          3'b100  :next_state=INPUT;   
          3'b101  :next_state=JZ;   
          3'b110  :next_state=JPOS;   
          3'b111  :next_state=HALT;
          default :next_state=DECODE;    
         endcase
        end
      LOAD:
       begin
        AllOut=8'b00000100;
        Asel=2'b10;
        next_state=START;    
       end 
      STORE:
       begin
        AllOut=8'b00011000;
        Asel=2'b00;
        next_state=START;    
       end 
      ADD:
       begin
        AllOut=8'b00000100;
        Asel=2'b00;
        next_state=START; 
       end    
      SUB:
       begin
        AllOut=8'b00000110;
        Asel=2'b00;
        next_state=START; 
       end   
      INPUT:
       begin
        AllOut=8'b00000100;
        Asel=2'b01;
        if(Enter)
          next_state=START; 
        else
          next_state=INPUT; 
       end   
      JZ:
       begin
        if(Aeq0)
          AllOut=8'b01100000;        
        else
          AllOut=8'b01000000;
        Asel=2'b00;
        next_state=START; 
       end  
      JPOS:
       begin
        if(Apos)
          AllOut=8'b01100000;        
        else
          AllOut=8'b01000000;      
        Asel=2'b00;
        next_state=START; 
       end 
      HALT:
       begin
        AllOut=8'b00000001;
        Asel=2'b00;
        next_state=HALT; 
       end
    endcase 
    end 
  endmodule 

==> impl_metrics.json <==
{
  "period_minus_slack_ns": 1.03,
  "globalRoute.totalOverflow": 0,
  "synthDominantCellAreaShare": 0.406,
  "synth_async_sr_flop_share": 0.222,
  "totalWireLength_mm": 1.40,
  "timing.critical_path.cells": "dlygate4sd2_1",
  "yosys-stat-cells": 57,
  "die_height_um": 81,
  "synth.largest_area_cell": "dlxtn_1",
  "drcViolationCount": 0,
  "stage_log_warnings": 25,
  "core_um2": 3630,
  "critical_path_at_ns": 0.81,
  "critical-path-slowest-cell": "dfrtp_1",
  "rsz0062_at_grt": "no",
  "unclocked_regs": 14,
  "synthesis.instances": 57,
  "synth_dominant_cell_count": "dlxtn_1",
  "yosys.cell_types.count": 17,
  "cts.clk_slew.worst_paths_ns": 0.03,
  "via_count": 500,
  "setup-violations-final": 0,
  "postCtsHoldBufs": 0,
  "crit_buf_inv": 1,
  "antenna_found_initial": 0,
  "grt_max_degree": 15,
  "max_transition_viols_final": 0,
  "final_layout_size_suffix_gt1_frac": 0.0952,
  "total_power_uw": 480,
  "setup.worst_path.end_class": "output pin",
  "edf_count": 0,
  "worst-setup-path-type": "flop to output pin",
  "row_count": 22,
  "unconstrained_endpoints": 28,
  "post_synth_main_area_contributors": "dlxtn_1 (41%), dfrtp_1 (19%), a21oi_1 (5.8%)",
  "timing.final.crit_share": 0.938,
  "htree_levels": 1,
  "cpLargestDelayFamily": "flip-flops",
  "die_area_um2": 6560,
  "ant_nets": 0,
  "vdd_ir_drop_max_mv": 0.269,
  "synth.cells.most_frequent": "dlxtn_1 (14), nor2_1 (8), a21oi_1 (6), dfrtp_1 (4), nor3_1 (4)",
  "synth.cell_area_um2": 518,
  "cp_data_required_time_ns": 0.88,
  "total_leakage_power_uw": 0.000369,
  "gp_congestion": 0.796,
  "post_synth.cell_area_avg_um2": 9.09,
  "final-hold-violation-count": 0,
  "initialDrtViolationCount": 59,
  "fmax_mhz": 970,
  "synth_warnings": 1,
  "detail_route.wl_per_cell_um": 10.6,
  "ctsRootBufferMaster": "clkbuf_8",
  "tritoncts": "done",
  "final-seq-area_um2": 310,
  "status": "finished clean",
  "ctsLongestPathBuffers": 2,
  "vias_per_cell": 3.79,
  "post-route-util": 0.233,
  "startpoint_kind_of_the_worst_setup_timing_path": "flop",
  "totalNegativeSetupSlack_ns": 0,
  "grtUsageTotal": 0.0455,
  "portBuffers": 21,
  "synthToLayoutAreaGrowth_pct": 63.5,
  "cts_buffers": 3,
  "fillers": 398,
  "mi_logic_area_um2": 181,
  "ys_ff": 18,
  "n_antenna_cell": 0,
  "fp_util": 0.143,
  "global_route_wire_length_before_repair_mm": 2.35,
  "max_slew.worst_pin.slew_ns": 0.635,
  "setup.worst_path.start": "state[0]",
  "number_of_global_route_vias_before_repair": 498,
  "largest_fanout_of_any_net_on_the_critical_path": 2,
  "ios": 22,
  "synth_chip_area_um2": 518,
  "cellPowerDensity_nw_per_um2": 567,
  "slew_headroom": 0.575,
  "place.detailed.hpwl_mm": 1.17,
  "dr.pass1.iters": 4,
  "worst_path_largest_cell_delay_ns": 0.36,
  "path_type_of_the_worst_min_delay_path": "input pin to async pin",
  "die_width_um": 81,
  "timing.max_cap.violations": 0,
  "flop_cell": "dlxtn_1"
}
[placed cells by master, fill, tap and decap left out, drive strengths merged]
cell | netlist | routed
o22ai | 3 | 3
a22oi | 2 | 2
o21ai | 1 | 1
nor2 | 8 | 8
buf | 2 | 5
and2b | 2 | 2
inv | 3 | 3
nor3 | 4 | 4
clkbuf | 0 | 3
nand2 | 2 | 2
nand2b | 2 | 2
nor2b | 1 | 1
a211oi | 1 | 1
dfrtp | 4 | 4
clkdlybuf4s50 | 0 | 17
nand3 | 1 | 1
or3b | 1 | 1
dlygate4sd2 | 0 | 4
dlxtn | 14 | 14
a21oi | 6 | 6
[through the flow]
| stage | setup WS, ns | cell area (um^2) | std cells | hold WS, ns |
|---|---|---|---|---|
| floorplan | 0.479 | 518 | 57 | -0.0756 |
| global placement | 0.0868 | 803 | 128 | 0.447 |
| detailed placement | 0.0760 | 803 | 128 | 0.452 |
| CTS | 0.0533 | 847 | 132 | 0.227 |
| global route | 0.0264 | 847 | 132 | 0.224 |
| finish | 0.0686 | 847 | 132 | 0.217 |
[sequential cells by signal (all words and copies together) (netlist names)]
| name | cells |
|---|---|
| next_state | 4 |
| state | 4 |
| AllOut | 8 |
| Asel | 2 |
[layer usage]
metal / routed length (um) / GRT usage / up-vias
met3: 232 / 0.0356 / 2
li1: - / - / 248
met5: 0 / 0 / -
met1: 560 / 0.0524 / 233
met2: 601 / 0.0685 / 17
met4: 8 / 0.00346 / 0
[area by class of cell]
type,instances,share of cell area
Sequential cell,18,0.366
Timing Repair Buffer,26,0.287
Multi-Input combinational cell,34,0.214
Tap cell,48,0.0709
Clock buffer,3,0.0487
Inverter,3,0.0133
[report_power, final]
part	leakage [uW]	switching (uW)	total [uW]	internal, uW
sequential	0.000160	0.106	150	149
combinational	0.000188	8.34	32.3	24.0
clock	0.0000216	65.9	298	232
[timing repair]
action                                 in CTS  in global routing
gates resized                               4                  0
buffers inserted                            1                  0
setup endpoints to repair                   4                  0
endpoints found under the hold margin       0                  0
[worst max-delay path by stage]
stage / to / slack (ns) / depth (start not counted)
final: outState[0] / 0.07 / 1
after global routing: outState[0] / 0.03 / 1
after CTS: outState[0] / 0.05 / 1
[kinds of logic after synthesis]
family,after synthesis,synth area share
and+or+nand+nor,21,0.203
latches,14,0.406
AOI/OAI and AO/OA,13,0.147
buffers and inverters,5,0.0507
DFF,4,0.193
Power is estimated from default activity; no workload was simulated.
