<file path="flow/run.sh">
#!/bin/bash
# OpenROAD 26Q1-2900-gdf79404cd8, Yosys 0.63+post, stock flow scripts
make -C /OpenROAD-flow-scripts/flow DESIGN_CONFIG=/design/flow/config.mk WORK_HOME=/design/flow/orfs finish
</file>
<file path="flow/config.mk">
export PLATFORM = sky130hd
export DESIGN_NAME = realClock
export DESIGN_NICKNAME = realClock
export VERILOG_FILES = /design/flow/design.v
export SDC_FILE = /design/flow/constraint.sdc
export NUM_CORES = 4
export LEC_CHECK = 1
export CORE_UTILIZATION = 30
</file>
<file path="flow/constraint.sdc">
current_design realClock

set clk_period 3.5
set clk_io_pct 0.2

create_clock -name clk0 -period $clk_period [get_ports {CLOCK_50}]

set non_clock_inputs [all_inputs -no_clocks]
set_input_delay [expr $clk_period * $clk_io_pct] -clock clk0 $non_clock_inputs
set_output_delay [expr $clk_period * $clk_io_pct] -clock clk0 [all_outputs]
</file>
<file path="flow/design.v">
module realClock(
	input CLOCK_50,
	input [0:0]KEY,
	output reg CLOCK
);
integer count=0;
integer frequency;
always @(posedge CLOCK_50,negedge KEY[0])
begin	
	if(KEY[0]==0)
		count=0;
	else 
	begin
        if(count<25000000)
            count=count+1;
        else
         begin 
            CLOCK=~CLOCK;
            count=0;
         end
	end
end 	
endmodule 
</file>
==> flow_metrics.tcl <==
# implementation run metrics
set metrics [dict create \
    status "finished, final reports clean" \
    internal_power_mw 0.519 \
    cellLeakagePower_nw 0.792 \
    finalHoldViolCount 0 \
    design.core.area_um2 5240 \
    p_clk_share_pct 40.3 \
    final_cell_count_no_fill 251 \
    synth_seq_share_pct 49.4 \
    crit_buf_inv 1 \
    max-slew-margin-rel_pct 69.4 \
    place_ws_ps 1420 \
    fp.dieW_um 76.8 \
    die_height_um 76.8 \
    cts_sinks 33 \
    place.gp.congestion 0.831 \
    netlist_instances 175 \
    drt-wirelength-per-cell_um 12.2 \
    hp-class "register to register" \
    dieArea_um2 5900 \
    grt_pass1_vias 1157 \
    yosys_cells 175 \
    startpoint "count[23]" \
    worstMarginPinSlew_ps 459 \
    dr_total_vias 1208 \
    drive_gt1_share_pct 6.63 \
    grt_usage_pct 11.4 \
    fin_crit_ps 2050 \
    post_dp_cell_area_um2 1780 \
    cts_resized 0 \
    numCtsBuffers 5 \
    peakVddDrop_mv 0.233 \
    setup_viol 0 \
    syn2layout_area_growth_pct 10.4 \
    cts-root-buf "clkbuf_8" \
    tns_ps 0 \
    via_per_inst 4.81 \
    required_ps 3510 \
    antenna_found_initial 0 \
    drv_slew 0 \
    synth-area-yosys_um2 1680 \
    dp.cells 244 \
    switchingPower_mw 0.136 \
    cp_top_family "AND-OR/OR-AND gates" \
    combPwrFrac_pct 1.3 \
    worst-setup-path-type "register to register" \
    port-buffer-count 2 \
    drt_iter0_drc 97 \
    sw_frac_of_total_pct 20.7 \
    arrival_ps 2060 \
    slowest_delay_ps 420 \
    grt_pass1_wl_mm 5.38 \
    design_area_um2 1860 \
    layout_top_cells "34 x nor2_1, 32 x dfrtp_1, 19 x xnor2_1, 14 x nand3_1, 13 x nand2_1" \
    wl_mm 3.07 \
    ys_ff 33 \
    path_clk_slew_ps 70 \
    grt_max_degree 34 \
    rows 26 \
    firstDrtPassIters 4 \
    cts_hold_buf 0 \
    r2r-start "count[23]" \
    drc 0 \
    critPathCaptureType "register" \
    period_used_pct 58.6 \
    fin_util_pct 35.4 \
    netlist_area_um2 1680 \
    openroad.warnings 25 \
    skew_ps 6.12 \
    cts_tree "yes" \
    hpwl_mm 2.07 \
    start_kind "register" \
    insertedDiodeCount 0 \
    cp_max_fo 11 \
    hp-start "count[0]" \
    rsz0062_at_grt "no" \
    cts_htree_levels 2 \
    post-cts-setup-buffers 0 \
    ys_types 27 \
    power_density_nw_per_um2 353 \
    power.total_mw 0.655 \
    p_seq_share_pct 58.4 \
    setup_ws_ps 1450 \
    synth.avg_cell_area_um2 9.60 \
    gr-total-overflow 0 \
    cts.path.max_buffers 2 \
    cp_cell_sequence "nand4b_1 -> a211oi_1 -> nand4_1 -> a21oi_2 -> buf_4 -> and2_1" \
    whs_ps 516 \
    fmax_mhz 488 \
    ant_nets 0 \
    io_pins 3 \
    cap_violations 0 \
    slowest_stage "a21oi_2" \
    final_common_cell "nor2_1" \
    fp-utilization_pct 32.1 \
    insertion_delay_ps 280 \
    yosys_warnings 1 \
]
-- worst reg2reg max path, cell delays in order (launching register included) --
cell and delay [ps]:
dfrtp_1 410, nand4b_1 180, a211oi_1 220, nand4_1 140, a21oi_2 420, buf_4 260, and2_1 140
-- synth_stat cells --
library cell,count,area [µm²]
a211oi_1,1,7.51
a21oi_1,1,5.00
a31oi_1,1,6.26
a41oi_1,1,8.76
and2_1,2,12.5
and3_1,6,37.5
and4_1,4,35.0
buf_2,4,20.0
buf_6,1,11.3
clkbuf_2,1,5.00
dfrtp_1,32,801
edfxtp_1,1,30.0
ha_1,1,12.5
inv_1,3,11.3
nand2_1,13,48.8
nand3_1,14,70.1
nand4_1,3,18.8
nand4_2,1,12.5
nand4_4,1,21.3
nand4b_1,1,8.76
nor2_1,34,128
nor2b_1,2,12.5
nor3_1,9,45.0
nor4_1,8,50.1
o21bai_1,1,7.51
xnor2_1,19,166
xor2_1,10,87.6
-- registers in the layout, indices dropped and copies added, names as in the netlist --
register  cells
CLOCK         1
count        32
-- area by class of cell --
cell class                      count  area (µm²)
Tap cell                           70        87.6
Clock buffer                        6        72.6
Timing Repair Buffer                5        42.5
Fill cell                         518        3380
Sequential cell                    33         831
Clock inverter                      1        5.00
Multi-Input combinational cell    133         806
Inverter                            3        11.3
-- path summary, 6_finish.rpt --
kind	to	slack, ps	cells past startpoint
min reg2reg	count[0]	520	1
max	CLOCK	1450	6
min in group asynchronous	count[10]	810	2
min	count[0]	520	1
max in group asynchronous	count[20]	2390	2
max reg2reg	CLOCK	1450	6
-- power by group through the flow --
stage,sequential [mW],clock (mW),combinational [mW]
4_1_cts,0.383,0.274,0.00947
5_1_grt,0.382,0.291,0.0104
6_report,0.383,0.264,0.00868
-- cell families (layout without fill, tap and decap cells) --
family / Yosys count / count (layout) / share of synthesized area (%)
and+or+nand+nor: 98 / 98 / 29.8
DFF: 33 / 33 / 49.4
xor gates and xnor gates: 29 / 29 / 15.1
buffers and inverters: 9 / 15 / 2.83
AOI/OAI and AO/OA: 5 / 5 / 2.09
adders and majority gates: 1 / 1 / 0.744
-- routing by layer --
metal | track usage, % | wire [µm] | vias to the layer above
li1 | - | - | 611
met1 | 19.2 | 1630 | 576
met2 | 16.0 | 1310 | 14
met3 | 1.81 | 70 | 7
met4 | 2.12 | 63 | 0
met5 | 0 | 0 | -
No activity file was given, so power comes from the tool's default toggle rates.
